==> design.v <==
module quad_counter(clk, quadA, quadB, position);
	parameter COUNT_BITS = 32;
	input clk, quadA, quadB;
	output signed [COUNT_BITS - 1:0] position;
	reg [2:0] quadA_delayed, quadB_delayed;
	always @(posedge clk) quadA_delayed <= {quadA_delayed[1:0], quadA};
	always @(posedge clk) quadB_delayed <= {quadB_delayed[1:0], quadB};
	wire count_enable = quadA_delayed[1] ^ quadA_delayed[2] ^ quadB_delayed[1] ^ quadB_delayed[2];
	wire count_up = quadA_delayed[1] ^ quadB_delayed[2];
	reg signed [COUNT_BITS - 1:0] position = 0;
	always @(posedge clk)
	begin
		if (count_enable)
		begin
			if (count_up) begin
				position = position + 1;
			end else begin
				position = position - 1;
			end
		end
	end
endmodule
==> run.sh <==
#!/bin/bash
# OpenROAD 26Q1-2900-gdf79404cd8, Yosys 0.63+post, stock flow scripts
make -C /OpenROAD-flow-scripts/flow DESIGN_CONFIG=/design/flow/config.mk WORK_HOME=/design/flow/orfs finish
==> config.mk <==
export PLATFORM = sky130hd
export DESIGN_NAME = quad_counter
export DESIGN_NICKNAME = quad_counter
export VERILOG_FILES = /design/flow/design.v
export SDC_FILE = /design/flow/constraint.sdc
export NUM_CORES = 4
export LEC_CHECK = 1
export CORE_UTILIZATION = 30
==> constraint.sdc <==
current_design quad_counter

set clk_period 9.8
set clk_io_pct 0.2

create_clock -name clk0 -period $clk_period [get_ports {clk}]

set non_clock_inputs [all_inputs -no_clocks]
set_input_delay [expr $clk_period * $clk_io_pct] -clock clk0 $non_clock_inputs
set_output_delay [expr $clk_period * $clk_io_pct] -clock clk0 [all_outputs]
==> qor.txt <==
Status: finished clean
TritonRoute pass-1 iters: 4
Setup crit start: position[20]
Late-Pin Clk Latency: 290 ps
Combinational gate area: 1770 um2
Leakage Power: 0.00110 uW
Final min period: 3440 ps
Final period utilization: 35.1%
Synthesized area: 3060 um2
Reg-to-reg startpoint: quadB_delayed[2]
Hold crit path type: flip-flop to flip-flop
Nature of the critical path startpoint: flip-flop
Ys Warns: 1
Clock-pin slew on the worst setup and hold paths: 80 ps
Dpl hpwl: 5150 um
Worst slew pin tran: 876 ps
Unique cell types: 61
I/O pin count: 35
Max clock buf depth: 2
Worst relative slew slack: 41.1%
Async SR Flop Fraction: 0%
Most common reg cell: edfxtp_1
H-Tree Depth: 2
Dpl ws: 6630 ps
Starting DRT DRC Count: 219
DIE HEIGHT: 103 um
DIE AREA: 10,600 um2
Pre-Place Util: 31.2%
Final ANT Viol Nets: 0
Post-synth EDFFs: 32
Synthesized netlist cell count: 333
Critical path peak fanout: 13
Register Area: 1080 um2
# fillers: 995
Total setup violations reported at the end of the flow: 0
Vias in the first global route: 2,299
Setup TNS Final: 0 ps
Die Width: 103 um
Setup CP Type: flip-flop to primary output
CP arrival: 1480 ps
Crit path DRT: 7840 ps
Max IR drop VDD: 0.0000835 V
Syn avg cell area: 9.20 um2
Hold-fix buffers, CTS: 0
ANT cells: 0
CP max stage cell: edfxtp_1
Final hold violations: 0
Maxcap violations: 0
Port-buffer cells: 34
Max Clock Skew: 6.25 ps
Count leader, synth: nor2_1
Area fraction of the dominant cell type after synthesis: 31.4%
Post-DR wirelength/cell: 15.3 um
Count of tool warnings: 25
Total power: 761 uW
RSZ-0062 raised after global routing: false
Final GP Congestion: 0.912
Slew Viols, Final: 0
Worst hold start: quadB_delayed[0]
Fmax: 291 MHz
CP Cell Sequence: clkdlybuf4s50_1
Routed WL: 7330 um
Crit-path leading delay family: flip-flops
Site Rows: 36
Setup Buffers After CTS: 0
Global-route wire length before repair: 12,200 um
CTS Buf Count: 5
Grt ovf: 0
CTS tree: done
Max stage delay on crit path: 630 ps
Initial antenna violation count: 0
Post-CTS Resized: 0
#FFs+latches synth: 38
Placed Area: 3410 um2
Largest net degree at the start of global routing: 55
Core Box Area: 9820 um2
Sink Count: 38
Synth Seq Share: 35.3%
Total Routing Usage GR: 15.1%
Post-synth top cells: nor2_1 (33), edfxtp_1 (32), xnor2_1 (32), nor3_1 (19)
Layout cell share with drive strength beyond 1: 8.67%
CP Capture Type: primary output
# Cells Yosys: 333
Root buffer cell: clkbuf_8
DR vias: 2,602
Vias/cell: 5.43
P&R area growth vs syn: 14.7%
Setup WS post-layout: 6360 ps
DRC: 0
Area leader, netlist: edfxtp_1
Synth area leaders: edfxtp_1 (31%), xnor2_1 (9.1%), mux2i_1 (5.2%)
Crit path buffers/inverters: 1
Finished layout cell area: 3510 um2
Yosys Chip Area: 3060 um2
Pwr dens: 217 nW/um2
Hold WS: 331 ps
## path summary, 6_finish.rpt
path                      endpoint  slack [ps]  cells after the start
setup / recovery      position[20]        6360                      1
hold / removal    quadB_delayed[1]         330                      0
setup reg to reg      position[30]        6610                     10
hold reg to reg   quadB_delayed[1]         330                      0
## layout by cell type (no fill, tap or decap), types with 2 or more instances in the layout
cell type | synthesis | routed
or2_2 | 2 | 2
clkdlybuf4s50_1 | 0 | 34
clkinv_2 | 0 | 2
o21ai_0 | 9 | 9
nor4b_1 | 4 | 4
mux2i_1 | 16 | 16
nand4_1 | 15 | 15
nor4_1 | 12 | 12
nand2_1 | 15 | 15
a31oi_1 | 2 | 2
o211ai_2 | 2 | 2
dfxtp_1 | 6 | 6
or4_4 | 3 | 3
xor2_1 | 7 | 7
or3_1 | 4 | 4
or4_1 | 7 | 7
and3_1 | 4 | 4
o41ai_1 | 3 | 3
o22ai_1 | 2 | 2
and4_1 | 3 | 3
clkbuf_8 | 4 | 5
buf_4 | 3 | 3
a21oi_1 | 16 | 16
nor3_1 | 19 | 19
inv_1 | 9 | 9
nand4b_1 | 2 | 2
nor2_1 | 33 | 33
nand3_1 | 12 | 12
edfxtp_1 | 32 | 32
xnor2_1 | 32 | 31
o21ai_1 | 3 | 3
## where the power goes
group	switching, uW	internal [uW]
logic	116	157
clock network	59.6	64.7
registers	117	246
total	293	468
## area by class of cell
type	count	share of cell area [%]
clock buffers	6	2.67
well taps	133	4.74
flip-flops and latches	38	30.8
repair buffers	37	10.3
clock inverters	2	0.285
inverters	9	0.962
multi-input cells	254	50.2
## metal layers
layer  wire length (um)  GRT usage, %  part of all wire, %  vias up
met5                  0             0                    0        -
met4                 76          1.19                  1.0        0
met3                431          1.86                  5.9        5
met2               3210          21.7                   44       98
met1               3600          25.8                   49     1230
li1                   -             -                    -     1269
## state kept, by name, summed over array words and instances (netlist names)
register,flops
position,32
quadA_delayed,3
quadB_delayed,3
## per-stage QoR
| stage | instances | util [%] |
|---|---|---|
| 4_1_cts | 479 | 35.8 |
| 3_3_place_gp | 471 | 34.7 |
| 2_1_floorplan | 333 | - |
| 6_report | 479 | 35.8 |
| 5_1_grt | 479 | 35.8 |
| 3_5_place_dp | 471 | 34.7 |
## cell families (layout without fill, tap and decap cells)
| kind of cell | count (synthesis) | in the layout | synth area share (%) |
|---|---|---|---|
| compound gates | 52 | 52 | 11.9 |
| mux | 17 | 17 | 5.96 |
| xor+xnor | 41 | 41 | 12.6 |
| simple gates | 143 | 143 | 26.1 |
| fa+ha+maj | 1 | 1 | 0.408 |
| buf+inv | 41 | 54 | 7.72 |
| flops | 38 | 38 | 35.3 |
Power is estimated from default activity; no workload was simulated.
