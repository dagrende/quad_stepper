**run.sh**
```bash
#!/bin/bash
# OpenROAD 26Q1-2900-gdf79404cd8, Yosys 0.63+post, stock flow scripts
make -C /OpenROAD-flow-scripts/flow DESIGN_CONFIG=/design/flow/config.mk WORK_HOME=/design/flow/orfs finish
```
**config.mk**
```make
export PLATFORM = sky130hd
export DESIGN_NAME = step_pulse_generator
export DESIGN_NICKNAME = step_pulse_generator
export VERILOG_FILES = /design/flow/design.v
export SDC_FILE = /design/flow/constraint.sdc
export NUM_CORES = 4
export LEC_CHECK = 1
export CORE_UTILIZATION = 50
```
**constraint.sdc**
```tcl
current_design step_pulse_generator

set clk_period 10.2
set clk_io_pct 0.2

create_clock -name clk0 -period $clk_period [get_ports {clk}]

set non_clock_inputs [all_inputs -no_clocks]
set_input_delay [expr $clk_period * $clk_io_pct] -clock clk0 $non_clock_inputs
set_output_delay [expr $clk_period * $clk_io_pct] -clock clk0 [all_outputs]
```
**design.v**
```verilog
module step_pulse_generator(clk, period, position, dir, step);
	parameter PERIOD_BITS = 32;
	input clk;
	input signed [PERIOD_BITS - 1:0] period;
	output signed [PERIOD_BITS - 1:0] position;
	input dir;
	output step;
	reg [PERIOD_BITS - 1:0] ticks;
	reg [7:0] step_timer;
	reg signed [PERIOD_BITS - 1:0] position;
	always @(posedge clk)
	begin
		ticks = ticks + 1;
		if (ticks >= period) begin
			ticks = 0;
			step_timer = 160;
			position = position + (dir == 0 ? -1 : 1);
		end else
		if (step_timer > 0) begin
			step_timer = step_timer - 1;
		end
	end
	assign step = step_timer > 0;
endmodule
```
==> flow_metrics.env <==
# physical design summary
export IMPL_pin_count_of_the_biggest_net_entering_global_routing=60
export IMPL_power_switching_share=0.266
export IMPL_maxClockFrequency_mhz=208
export IMPL_antenna_found_initial=0
export IMPL_synth_seq_area_share=0.339
export IMPL_final_min_clock_period_ns=4.81
export IMPL_preCtsSetupSlack_ns=4.98
export IMPL_cp_arrival_ns=4.79
export IMPL_asyncSetResetFlopFracSynth=0
export IMPL_drcViolationCount=0
export IMPL_total_placed_cells_including_tap_cells=753
export IMPL_buf_inv_stages_crit_path=3
export IMPL_final_design_instance_area_without_fill_mm2=0.00615
export IMPL_critPathRequiredTime_ns=10.18
export IMPL_clk_latency_late_pin_ns=0.35
export IMPL_synthTopCellsByCount="ha_1 (65), inv_1 (46), xnor2_1 (43), a21oi_1 (42), nand2_1 (42)"
export IMPL_setup_worst_path_end_class="register"
export IMPL_top_area_frac=0.185
export IMPL_max_slew_margin=0.537
export IMPL_wirelength_um=9950
export IMPL_root_buffer="clkbuf_8"
export IMPL_drt_vias_per_instance=5.31
export IMPL_worst_path_max_fanout=59
export IMPL_core_mm2=0.00991
export IMPL_die_width_um=104
export IMPL_cts_hold_buffers=0
export IMPL_mappedNetlistArea_mm2=0.00520
export IMPL_power_density_cell_area_mw_per_mm2=95.8
export IMPL_tritoncts="done"
export IMPL_max_slew_worst_pin_slew_ns=0.695
export IMPL_status="complete, no violations"
export IMPL_top_area_cell="edfxtp_1"
export IMPL_num_rows=36
export IMPL_comb_power_share=0.141
export IMPL_static_leakage_nw=2.74
export IMPL_syn_mean_instance_area_um2=9.25
export IMPL_final_period_utilization=0.472
export IMPL_timing_hold_violations_final=0
export IMPL_power_share_sequential=0.514
export IMPL_peakVddDrop_mv=0.0447
export IMPL_post_cts_resized=0
export IMPL_cts_made_buffers=9
export IMPL_area_growth_synth_to_final_pct=18.2
export IMPL_ioPinCount=67
export IMPL_fin_tns_setup_ns=0
export IMPL_cts_repair_timing_setup_buffer_count=0
export IMPL_library_cell_contributing_the_largest_single_delay_on_the_critical_path="buf_4"
export IMPL_timing_final_ws_setup_ns=5.39
export IMPL_cell_internal_pwr_mw=0.432
export IMPL_ys_dominant_reg_cell="dfxtp_1"
export IMPL_die_y_um=104
export IMPL_wl_per_cell_um=12.9
export IMPL_slowest_delay_ns=0.62
export IMPL_cts_sinks=72
export IMPL_final_instance_count_without_filler_cells=769
export IMPL_vias=4085
export IMPL_critPathLaunchType="input pin"
export IMPL_synth_edff_count=32
export IMPL_finalSetupViolations=0
export IMPL_initialDrtViolationCount=115
export IMPL_clock_skew_ns=0.0133
export IMPL_drt_pre_antenna_iters=4
export IMPL_number_of_buffers_added_on_ports=66
export IMPL_regToRegSetupSlack_ns=6.04
export IMPL_yosys_top_cells_area="edfxtp_1 (18%), ha_1 (16%), dfxtp_1 (15%), xnor2_1 (7.2%), xor2_1 (4.2%)"
export IMPL_cp_cell_sequence="clkdlybuf4s50_1 -> inv_1 -> ha_1 -> a211o_1 -> a31oi_1 -> o41ai_1 -> a221oi_1 -> o21ai_1 -> a41o_2 -> buf_4"
export IMPL_number_of_violations_of_the_max_capacitance_limit=0
export IMPL_yosysMostFrequentCell="ha_1"
export IMPL_total_power_mw=0.589
export IMPL_place_congestion=0.916
export IMPL_detail_route_antenna_nets=0
export IMPL_grt_pass1_wl_um=16800
export IMPL_antenna_cells=0
export IMPL_vias_in_the_first_global_route=3657
export IMPL_synth_cell_types=59
export IMPL_yosysWarnings=1
export IMPL_tool_warnings=27
export IMPL_setup_worst_path_class="input pin to register"
export IMPL_path_delay_family="AND-OR/OR-AND gates"
export IMPL_synth_cells=562
export IMPL_clock_power_share=0.345
export IMPL_core_util_floorplan=0.524
export IMPL_power_net_switching_mw=0.156
export IMPL_chip_area_mm2=0.0108
export IMPL_grt_total_usage=0.191
export IMPL_clk_pin_slew_ns=0.07
export IMPL_registers_synthesis=72
export IMPL_grt_overflow=0
export IMPL_timing_hold_worst_class="register to register"
export IMPL_final_layout_size_suffix_gt1_frac=0.0472
export IMPL_dpl_cell_area_mm2=0.00598
export IMPL_rsz0062_at_grt="no"
export IMPL_clk_path_buf_depth=2
export IMPL_slew_viol_final=0
export IMPL_yosys_stat_cell_total=562
export IMPL_cts_htree_levels=3
export IMPL_synth_chip_area_mm2=0.00520
export IMPL_dp_final_hpwl_um=7630
==> path summary, 6_finish.rpt <==
kind	startpoint	end	depth (start not counted)
worst max register to register	ticks[0]$_SDFF_PP0_	position[12]$_DFFE_PP_	15
worst max-delay path	period[2]	position[12]$_DFFE_PP_	10
worst min-delay path	ticks[0]$_SDFF_PP0_	ticks[0]$_SDFF_PP0_	1
worst min register to register	ticks[0]$_SDFF_PP0_	ticks[0]$_SDFF_PP0_	1
==> layout make-up <==
class | instances | area [µm²]
sequential | 72 | 1760
multi-input combinational | 434 | 3200
tap | 133 | 166
timing repair buffer | 68 | 676
clock buffer | 9 | 124
inverter | 46 | 173
clock inverter | 7 | 43.8
fill | 875 | 3760
==> layout by cell type (no fill, tap or decap), types with 3 or more instances in the layout <==
master           count
clkdlybuf4s50_1     66
ha_1                65
inv_1               46
xnor2_1             43
nand2_1             42
a21oi_1             42
dfxtp_1             40
nor2_1              36
nor2b_1             33
edfxtp_1            32
xor2_1              25
o21ai_0             19
nand3_1             14
nor3_1              11
a21o_1              11
and3_1               9
clkbuf_8             9
nand4_1              8
a31oi_1              8
o21a_1               8
and4_1               5
o211ai_1             4
nand2b_1             4
o21bai_1             4
a221oi_1             3
a211o_1              3
==> registers in the layout, indices dropped and copies added, names as in the netlist <==
name        flops
ticks          32
position       32
step_timer      8
==> power by group through the flow <==
stage	combinational, mW	clock (mW)	sequential (mW)
after global routing	0.0933	0.222	0.303
final	0.0830	0.203	0.303
after CTS	0.0833	0.211	0.303
==> routing by layer <==
layer  up-vias  track usage  routed length, µm
met2        79        0.281               4190
met3        19       0.0198                316
met5         -            0                  0
li1       2137            -                  -
met1      1850        0.318               5240
met4         0       0.0357                204
==> worst reg2reg max path, delay by kind of cell, from the launching register on <==
family / cells / cell delay [ns]
xor gates and xnor gates: 1 / 0.26
adders and majority gates: 2 / 0.52
AOI/OAI and AO/OA: 4 / 1.01
buffers and inverters: 1 / 0.38
and+or+nand+nor: 7 / 1.22
DFF: 1 / 0.42
==> stage by stage <==
step	utilization	hold WS [ns]
after detailed placement	0.603	0.490
after CTS	0.620	0.508
after global placement	0.603	0.478
after floorplan	-	0.444
after global routing	0.620	0.551
final	0.620	0.502
==> kinds of logic (layout without fill, tap and decap cells) <==
| kind of cell | Yosys count | after routing | synth area share |
|---|---|---|---|
| DFF | 72 | 72 | 0.339 |
| buffers and inverters | 56 | 130 | 0.0453 |
| xor gates and xnor gates | 68 | 68 | 0.115 |
| AOI/OAI and AO/OA | 126 | 126 | 0.166 |
| adders and majority gates | 66 | 66 | 0.160 |
| and+or+nand+nor | 174 | 174 | 0.175 |
Power and IR drop assume default switching activity.
