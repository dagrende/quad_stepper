`./design.v`:
```
module spi_slave(clk, mosi, miso, sck, cs, tx_data, rx_data, rx_ready);
  parameter DATA_LEN = 32;
  input clk, sck;
  input cs;  
  input mosi;
  output miso;   
  output [DATA_LEN - 1:0] rx_data;
  input [DATA_LEN - 1:0] tx_data;
  output rx_ready;
  reg [DATA_LEN - 1:0] trx_buffer;
  reg [2:0] sck_sync, ssel_sync;
  always @(posedge clk) begin
    sck_sync <= {sck, sck_sync[2:1]};
    ssel_sync <= {cs, ssel_sync[2:1]};
  end
  wire sck_posedge = sck_sync[1:0] == 2'b10;
  wire sck_negedge = sck_sync[1:0] == 2'b01;
  wire ssel_posedge = ssel_sync[1:0] == 2'b10;
  wire ssel_negedge = ssel_sync[1:0] == 2'b01;
  wire ssel_active = ssel_sync[0] == 0;
  reg mosi_mem;
  reg [7:0] bit_count;
  always @(posedge clk) begin
    if (ssel_negedge) begin
      trx_buffer = tx_data;
	  bit_count = 0;
    end
    else if (sck_posedge) begin
		mosi_mem = mosi;
    end
    else if (sck_negedge) begin
      trx_buffer = {mosi_mem, trx_buffer[DATA_LEN - 1: 1]};
	  bit_count = bit_count + 1;
    end
  end
  assign miso = ssel_active ? trx_buffer[0] : 1'bz;
  assign rx_ready = ssel_active && (bit_count == DATA_LEN);
  assign rx_data = trx_buffer;
endmodule
```
`./run.sh`:
```
#!/bin/bash
# OpenROAD 26Q1-2900-gdf79404cd8, Yosys 0.63+post, stock flow scripts
make -C /OpenROAD-flow-scripts/flow DESIGN_CONFIG=/design/flow/config.mk WORK_HOME=/design/flow/orfs finish
```
`./config.mk`:
```
export PLATFORM = sky130hd
export DESIGN_NAME = spi_slave
export DESIGN_NICKNAME = spi_slave
export VERILOG_FILES = /design/flow/design.v
export SDC_FILE = /design/flow/constraint.sdc
export NUM_CORES = 4
export LEC_CHECK = 1
export CORE_UTILIZATION = 50
```
`./constraint.sdc`:
```
current_design spi_slave

set clk_period 5.6
set clk_io_pct 0.2

create_clock -name clk0 -period $clk_period [get_ports {clk}]

set non_clock_inputs [all_inputs -no_clocks]
set_input_delay [expr $clk_period * $clk_io_pct] -clock clk0 $non_clock_inputs
set_output_delay [expr $clk_period * $clk_io_pct] -clock clk0 [all_outputs]
```
==> results.json <==
{
  "cts_resized": 0,
  "critPathMaxStageDelay_ps": 390,
  "fin_area_mm2": 0.00275,
  "power_mw": 0.746,
  "die_w_um": 63.9,
  "ys.flop_type": "edfxtp_1",
  "arrival_ps": 1610,
  "gp_congestion": 0.764,
  "ir_drop_uv": 246,
  "p_int_mw": 0.600,
  "ant_nets": 0,
  "crit_family": "buffers and inverters",
  "slew_violations": 0,
  "fmax_mhz": 367,
  "lay_top_cells": "clkdlybuf4s50_1, edfxtp_1, mux2_2",
  "min_period_ps": 2730,
  "post_drt_wl_per_cell_um": 13.2,
  "grt_max_degree": 42,
  "vias": 1221,
  "path_cells": "inv_1, ha_1, nor2b_1, and4_1, clkdlybuf4s50_1",
  "dr.first_iter.drc_count": 61,
  "cts_tree": "done",
  "cts_made_buffers": 5,
  "ys_area_mm2": 0.00191,
  "placement.io_buffers": 69,
  "hp-class": "flop to flop",
  "hold_viol": 0,
  "ios": 70,
  "grt_pass1_vias": 1186,
  "core-area_mm2": 0.00366,
  "crit_fanout": 4,
  "tns_ps": 0,
  "synth_cells": 124,
  "fin_skew_ps": 7.38,
  "synth_stat.cells": 124,
  "drt_pass1_iterations": 3,
  "tightest_slew_ps": 749,
  "crit_buf_inv": 2,
  "cap_violations": 0,
  "grt_antenna_before_repair": 0,
  "power_frac_seq": 0.565,
  "grt-ovfl-total": 0,
  "ys_seq_frac": 0.664,
  "clk_pin_slew_ps": 80,
  "via_per_inst": 5.00,
  "netSwitchingPower_mw": 0.146,
  "syn_area_mm2": 0.00191,
  "max_slew_margin": 0.501,
  "clock_sinks": 47,
  "start_kind": "flop",
  "track_usage": 0.177,
  "pwr-share-clk": 0.289,
  "outcome": "complete, no violations",
  "clk_path_buf_depth": 2,
  "warnings": 27,
  "cts_max_level": 2,
  "clkLatencyLatePin_ps": 290,
  "endpoint_kind": "output port",
  "wirelength_um": 3210,
  "p_leak_nw": 0.971,
  "dpl_cell_area_mm2": 0.00265,
  "synth-edff-count": 33,
  "yosys.cell_types.count": 27,
  "setup_violations": 0,
  "post_cts_buffers": 0,
  "fp_util": 0.523,
  "die.size.y_um": 63.9,
  "chip_area_mm2": 0.00408,
  "avgSynthCellArea_um2": 15.4,
  "critPathSlowestCell": "dfxtp_1",
  "area_growth_pct": 43.7,
  "power_density_mw_per_mm2": 271,
  "layout_top_cell": "clkdlybuf4s50_1",
  "holdWs_ps": 333,
  "fill_cells": 227,
  "p_sw_frac": 0.196,
  "drc_errors": 0,
  "rsz0062_at_grt": "false",
  "antenna_cells": 0,
  "hold_buffers": 0,
  "dp_hpwl_um": 2200,
  "ys.flops": 47,
  "comb_power_share": 0.146,
  "worstPathRequired_ps": 4480,
  "grt_pass1_wl_um": 5200,
  "rows": 22,
  "clk_root_buffer_cell": "clkbuf_8",
  "period_used_share": 0.487,
  "async_flop_share": 0,
  "drive_gt1_frac": 0.235,
  "critPathKind": "flop to output port",
  "yosysWarnings": 2
}
-- cell families (layout without fill, tap and decap cells) --
logic type	after synthesis	after routing	share of synthesized area
flops	47	47	0.664
compound gates	10	10	0.0275
mux	33	33	0.193
simple gates	20	20	0.0686
buf+inv	10	82	0.0242
xor+xnor	2	2	0.00915
fa+ha+maj	2	2	0.0131
-- state kept, by name (all words and copies together), names as in the netlist --
| signal | count |
|---|---|
| trx_buffer | 32 |
| bit_count | 8 |
| sck_sync | 3 |
| ssel_sync | 3 |
| mosi_mem | 1 |
-- stage by stage --
step	setup slack [ps]	utilization	cells
floorplan	3640	-	124
global placement	3200	0.724	236
detailed placement	3180	0.724	236
CTS	2850	0.751	244
global route	2790	0.751	244
finish	2870	0.751	244
-- worst reg2reg max path: stages (launching register included) --
cell and delay (ps):
dfxtp_1 370, nor2b_1 290, or2_2 670
-- area by class of cell --
type,count,area (µm²),share of cell area
Sequential cell,47,1270,0.462
Multi-Input combinational cell,67,604,0.220
Timing Repair Buffer,70,698,0.254
Clock buffer,8,101,0.0369
Tap cell,48,60.1,0.0218
Inverter,4,15.0,0.00546
-- synthesized netlist by cell type (2+ instances only) --
cell,n,share of area
nor2_1,3,0.0059
buf_2,4,0.010
mux2_2,32,0.19
or3_1,2,0.0065
edfxtp_1,33,0.52
or3_2,2,0.0078
xnor2_1,2,0.0092
inv_1,4,0.0078
o21ai_0,4,0.010
a21oi_1,5,0.013
nor2b_1,3,0.0098
ha_1,2,0.013
dfxtp_1,14,0.15
-- power groups by stage --
stage	Clock [mW]	Combinational, mW	Sequential (mW)
CTS	0.222	0.110	0.422
global route	0.235	0.120	0.426
finish	0.216	0.109	0.421
-- per-layer routing --
metal,vias up,GRT usage,part of all wire,wire length (µm)
met5,-,0,0,0
met4,0,0.0199,0.015,47
met3,5,0.0507,0.070,226
met2,46,0.271,0.45,1450
met1,570,0.288,0.46,1490
li1,600,-,-,-
-- worst paths after layout --
kind                 from  slack (ps)              to  cells after the start
max reg2reg   sck_sync[0]        3880  trx_buffer[13]                      2
max          bit_count[0]        2870        rx_ready                      5
min           sck_sync[2]         330     sck_sync[1]                      0
min reg2reg   sck_sync[2]         330     sck_sync[1]                      0
No activity file was given, so power comes from the tool's default toggle rates.
